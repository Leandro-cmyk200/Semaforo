## flow/run.sh

```bash
#!/bin/bash
# OpenROAD 26Q1-2900-gdf79404cd8, Yosys 0.63+post, stock flow scripts
make -C /OpenROAD-flow-scripts/flow DESIGN_CONFIG=/design/flow/config.mk WORK_HOME=/design/flow/orfs finish
```

## flow/config.mk

```make
export PLATFORM = sky130hd
export DESIGN_NAME = semaforo_6bits
export DESIGN_NICKNAME = semaforo_6bits
export VERILOG_FILES = /design/flow/design.v
export SDC_FILE = /design/flow/constraint.sdc
export NUM_CORES = 4
export LEC_CHECK = 1
export CORE_UTILIZATION = 50
```

## flow/constraint.sdc

```tcl
current_design semaforo_6bits

set clk_period 6.3
set clk_io_pct 0.2

create_clock -name clk0 -period $clk_period [get_ports {clk}]

set non_clock_inputs [all_inputs -no_clocks]
set_input_delay [expr $clk_period * $clk_io_pct] -clock clk0 $non_clock_inputs
set_output_delay [expr $clk_period * $clk_io_pct] -clock clk0 [all_outputs]
```

## flow/design.v

```verilog
module semaforo_6bits (
    input wire clk,          
    input wire reset,        
    output reg [5:0] leds,   
    output reg verde,
    output reg amarillo,
    output reg rojo
);
    parameter EST_VERDE            = 2'b00;
    parameter EST_VERDE_AMARILLO   = 2'b01;
    parameter EST_ROJO             = 2'b10;
    parameter EST_AMARILLO         = 2'b11;
    reg [1:0] estado_actual;
    reg [28:0] conta;
    reg [28:0] limite;
    always @(posedge clk or negedge reset) begin
        if (!reset) begin
            estado_actual <= EST_VERDE;
            conta         <= 29'd0;
            limite        <= 29'd240000000;    
            leds          <= 6'b001111;        
            verde         <= 0;                
            amarillo      <= 1;                
            rojo          <= 1;                
        end else begin
            if (conta >= limite) begin
                conta <= 29'd0;
                case (estado_actual)
                    EST_VERDE: begin
                        leds     <= 6'b001111;        
                        limite   <= 29'd240000000;    
                        verde    <= 0;
                        amarillo <= 1;
                        rojo     <= 1;
                        estado_actual <= EST_VERDE_AMARILLO;
                    end
                    EST_VERDE_AMARILLO: begin
                        leds     <= 6'b000011;        
                        limite   <= 29'd120000000;    
                        verde    <= 0;
                        amarillo <= 0;
                        rojo     <= 1;
                        estado_actual <= EST_ROJO;
                    end
                    EST_ROJO: begin
                        leds     <= 6'b111100;        
                        limite   <= 29'd480000000;    
                        verde    <= 1;
                        amarillo <= 1;
                        rojo     <= 0;
                        estado_actual <= EST_AMARILLO;
                    end
                    EST_AMARILLO: begin
                        leds     <= 6'b110011;        
                        limite   <= 29'd120000000;    
                        verde    <= 1;
                        amarillo <= 0;
                        rojo     <= 1;
                        estado_actual <= EST_VERDE;
                    end
                endcase
            end else begin
                conta <= conta + 29'd1;
            end
        end
    end
endmodule
```

==> reports/results.ini <==
[status]
outcome=complete, no violations

[cts]
postCtsResizedCells=0
cts.sinks=43
cts_root_buf=clkbuf_8
cts_buffers=5
htreeDepth=2
post_cts_buffers=0
ctsHoldBuffers=0
worstSkewPairLatency_ns=0.29
path_clk_slew_ns=0.08
cts_tree=built
cts_buffer_depth=2

[die]
chip_area_sq_mm=0.00508
io_pins=11
die_y_um=71.3
coreArea_sq_mm=0.00447
fp_util_pct=53.6
rows=24
die_x_um=71.3

[final_layout]
stdcell_count=297
layout-drive-gt1-share_pct=13.9
final_cell_mix=nor2_1 (35), dfrtp_1 (35), xnor2_1 (19), ha_1 (17), inv_1 (15)
syn_to_final_growth_pct=8.09
fin_area_sq_mm=0.00259

[routing]
wire_per_inst_um=14.1
antenna_cells=0
drt_iter0_markers=87
drc=0
antenna_left=0
num_vias=1661
firstDrtPassIters=20
vias_per_cell=5.59
wl_um=4180

[grt]
grt_pass1_wl_um=7470
grt_max_degree=44
overflow=0
grt_pass1_vias=1648
grt_usage_pct=18.9
antenna_found_initial=0

[worst_setup_path]
critPathMaxFanout=43
crit_arrival_ns=3.08
endpoint_kind=flop
slowest_delay_ns=0.64
crit_chain=inv_1 -> ha_1 -> or4b_1 -> nor4_1 -> o311a_1 -> a211o_2 -> mux2_2
worst-endpoint-required_ns=6.48
path_class=flop to flop
start_kind=flop
critPathSlowestCell=a211o_2

[sta]
rsz0062_at_grt=false
finClkSkew_ns=0.00358
min_period_over_period_pct=46.0
min_period_ns=2.90
setup_viol=0
finalMaxSlewViolations=0
timing.fmax_mhz=345
finalWorstSetupSlack_ns=3.40
worst_slew_pin_slew_ns=0.803
hold_viol_final=0
tns_ns=0
relSlewSlack_pct=46.5

[logic_synthesis]
ys_warn_count=1
top_cells_by_area=dfrtp_1 (37%), ha_1 (8.9%), dfstp_2 (8.8%), xnor2_1 (6.9%), nor2_1 (5.5%)
synth-area-yosys_sq_mm=0.00240
synthFlopType=dfrtp_1
ys_seq_share_pct=45.3
ys.flops=43
ys_cells=237
async_flop_share_pct=100
syn-mean-instance-area_sq_um=10.1
largest_area_cell=dfrtp_1
synth_top_area_share_pct=36.5
synth_cell_type_count=35
synthCells=237
edf_count=0
syn-cell-area_sq_mm=0.00240

[min_path]
hp-class=flop to flop

[placement]
pre_cts_ws_ns=3.40
portBuffers=10
dp.cells=289
placed_area_sq_mm=0.00248
gp_congestion=0.914
dp_hpwl_um=2940

[power]
power.total_w=0.000499
ir_worst_vdd_uv=124
leakage_nw=1.13
p_per_area_mw_per_mm2=192

[flow_run]
cap_violations=0
openroad.warnings=26

==> per-stage QoR <==
stage,utilization [%],hold WS (ns)
2_1_floorplan,-,0.444
3_3_place_gp,55.3,0.478
3_5_place_dp,55.3,0.485
4_1_cts,57.9,0.497
5_1_grt,57.9,0.538
6_report,57.9,0.494
==> worst max-delay path: cells and delay by family (launching register included) <==
kind | cells | cell delay (ns)
buffers and inverters | 1 | 0.07
multiplexers | 1 | 0.41
AND-OR/OR-AND | 2 | 0.82
adder cells (fa/ha/maj) | 1 | 0.29
flip-flops | 1 | 0.53
AND/OR/NAND/NOR | 2 | 0.67
==> cells by family (layout without fill, tap and decap cells) <==
kind of cell	after synthesis	in the layout	share of synthesized area, %
simple gates	96	96	19.7
flops	43	43	45.3
xor+xnor	26	26	9.49
buf+inv	26	34	6.10
fa+ha+maj	17	17	8.87
compound gates	15	15	4.07
mux	14	14	6.47
==> state kept, by name (all words and copies together), names as in the netlist, named ones only <==
register	cells
verde	1
amarillo	1
rojo	1
leds	2
limite	5
conta	29
==> routing by layer <==
layer  up-vias  track usage (%)  part of all wire, %
li1        819                -                    -
met1       802             28.8                   48
met2        38             30.3                   47
met3         2             3.85                  4.4
met4         0             2.22                 0.65
met5         -                0                    0
==> synthesized netlist by cell type, types with 2 or more instances <==
cell / instances
or2_2: 2
nand2_1: 14
nand4_1: 7
ha_1: 17
or4_1: 2
mux2i_1: 2
xor2_1: 7
nor3_1: 11
or3_1: 2
mux2_1: 2
nor4_1: 5
mux2_2: 10
inv_1: 15
dfrtp_1: 35
nand3_1: 9
xnor2_1: 19
buf_4: 8
nor2_1: 35
a31o_2: 2
o21ai_0: 2
and4_1: 4
dfstp_2: 8
a21oi_1: 7
==> report_power, final <==
group / internal (W) / switching (W) / leakage (nW)
clock network: 0.000120 / 0.0000968 / 0.0587
registers: 0.000276 / 0 / 0.562
logic: 0.000000625 / 0.00000513 / 0.511
==> path summary, 6_finish.rpt <==
check                            from  depth (start not counted)          to  slack [ns]
max in group asynchronous       reset                          2  limite[27]        4.89
hold / removal               conta[0]                          1    conta[0]        0.49
setup reg to reg           limite[25]                          7  limite[23]        3.40
hold reg to reg              conta[0]                          1    conta[0]        0.49
min in group asynchronous       reset                          2   conta[14]        1.03
setup / recovery           limite[25]                          7  limite[23]        3.40
==> final cells by class <==
cell class,instances,area [sq um]
clock buffer,5,68.8
clock inverter,3,47.5
fill,368,1880
inverter,15,56.3
multi-input combinational,168,1170
sequential,43,1090
tap,52,65.1
timing repair buffer,11,103
Power and IR drop assume default switching activity.
